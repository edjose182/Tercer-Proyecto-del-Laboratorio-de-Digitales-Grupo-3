==> flow/run.sh <==
#!/bin/bash
# OpenROAD 26Q1-2900-gdf79404cd8, Yosys 0.63+post, stock flow scripts
make -C /OpenROAD-flow-scripts/flow DESIGN_CONFIG=/design/flow/config.mk WORK_HOME=/design/flow/orfs finish
==> flow/config.mk <==
export PLATFORM = sky130hd
export DESIGN_NAME = PWM_MarkI
export DESIGN_NICKNAME = PWM_MarkI
export VERILOG_FILES = /design/flow/design.v
export SDC_FILE = /design/flow/constraint.sdc
export NUM_CORES = 4
export LEC_CHECK = 1
export CORE_AREA = 10 10 70 70
export DIE_AREA = 0 0 80 80
==> flow/constraint.sdc <==
current_design PWM_MarkI

set clk_period 2.5
set clk_io_pct 0.2

create_clock -name clk0 -period $clk_period [get_ports {clk}]

set non_clock_inputs [all_inputs -no_clocks]
set_input_delay [expr $clk_period * $clk_io_pct] -clock clk0 $non_clock_inputs
set_output_delay [expr $clk_period * $clk_io_pct] -clock clk0 [all_outputs]
==> flow/design.v <==
`timescale 1ns / 1ps
module PWM_MarkI(
input wire clk,
input wire [11:0]Dato,
output wire pwm
    );
reg pwm_aux;
reg [11:0]contador;
always @(posedge clk)
	begin
		contador = contador+1'd1;
		if(contador <=Dato)
			pwm_aux<=1;
		else
			pwm_aux<=0;
	end
assign pwm = pwm_aux;
endmodule
==> writeup.txt <==
Max-slew check failures listed in the final report amount to 0. Detailed placement ended at an HPWL of 1.135 mm. The synthesized netlist was found by Yosys to have 81 cells. Setup repair after global routing left no endpoint under its margin. The run gives 0.4163 nW as the reported leakage power.

Total power for the finished layout comes to 0.3715 mW. The tools report the number of global-route vias before repair as 552. The detailed router placed 543 vias in this run. TritonCTS built the clock tree. The floorplan step set the die width to 80 um.

The run gives 0.557 as the portion of total power attributed to sequential cells. On the reported timing paths, the clock transition at the registers reads 0.08 ns. The worst setup path is captured at a flop. The most frequently used flop master after synthesis is dfxtp_1.

After detailed routing, the met2 layer carries 554 um of wire. The flow ran to the end, and the final reports show no timing, DRC or antenna violations. The count of cell types in the netlist is 19. The script logs the ratio of routed vias to standard cells as 3.771. Timing-limited maximum frequency: 501.4 MHz. The tightest min-delay check is of the reg -> reg type. Cell internal power was estimated by the tool at 0.2917 mW. STA classifies the critical path startpoint as a flop.

For the initial DRC count, the log shows 13. The run gives 0 as the number of setup violations in the final report. The clock latency of the later-clocked register in the worst-skew pair came out at 0.27 ns. The tools report the number of antenna diodes as 0. Per the timing report, the biggest fanout along the worst path comes to 4.

The tools report the core footprint as 3416 um^2. The tools report the number of buffers created by CTS as 3. The flow reported a cell area power density of 385.6 nW/um^2. The run gives 2.311 mm for the first-pass GRT wire length. Per the layout report, the design carries 374 filler cells. The worst slew margin relative to its limit was 0.8274. The tools report the data arrival time of the critical path as 2.21 ns. The logs give 0 for the number of buffers added to fix hold violations after cts and 0.2194 for the floorplan-stage core utilization. Before antenna repair, the detailed router went through 3 iterations. Measured in cells, the most critical reg-to-reg path has a length of 9.

For the finished layout, the period the worst path requires is 1.994 ns. The count of input and output buffers was 13; the area of all placed cells without fillers was 963.4 um^2. The fraction of power spent switching nets was 0.2147; the number of warning messages in the yosys log was 1. The cell row count was 21. The run gives 0.51 ns as the setup slack on the worst flop-to-flop path. Measured along the y axis, the die boundary spans 80 um. The slew at the pin closest to its max-slew limit was 0.2571 ns; the post-cts repair resize count was 0. The peak supply drop was 0.3131 mV.

The tools report the share of synthesized area occupied by flip-flops and latches as 0.3472. The routed design uses 91 um of met3 wire. The class of the most critical setup path is reg -> reg. The detail route stage leaves a number of antenna-violating nets equal to 0.

Per the CTS log, the root buffer master is clkbuf_4. The synthesized flop and latch total is 13, and the share of the core filled with cells in the final layout is 0.2821. The combinational share of power is 0.093, and the proportion of power drawn by the clock network is 0.351. In this run the mean area of a mapped cell was 9.253 um^2. With the number of instances on the worst hold path at 1, the area of the mapped netlist is 749.5 um^2. The highest metal layer with signal wires is met4. The logs give 2 for the deepest clock path buffer count and 0 for the hold violation total from the final report. With the CTS H-tree depth at 1, the initial antenna violation count is 0.

With the total wire length after detailed routing at 1.303 mm, the number of enable flip-flop cells is 0. For this sky-water flow run, the detailed-routed wirelength per cell is reported as 9.049 um. OpenROAD emitted warnings numbering 25. In the routed design, unresolved DRC markers number 0.

The critical path data required time was 2.71 ns. Clock sink count: 13. The report counts max-capacitance violations totalling 0.

The register cell area after layout was 260.3 um^2. The synthesized netlist has a Yosys-reported chip area of 749.5 um^2. The pin count of the biggest net entering global routing was 8; the routed length on met1 was 636 um.

With the net switching power figure at 0.07977 mW, the area overhead of the layout relative to synthesis is 28.55%. The run gives 81 for the post-synthesis instance total. With the overall routing resource usage at 0.04388, the final setup skew is 0.0007746 ns.

In this run the post-CTS setup repair buffer count came out at 0. The congestion estimate from routability-driven global placement came to 0.7655. The proportion of synthesized flip-flops having asynchronous set or reset came out at 0. The overall die area was 6400 um^2.

14 I/O pins were placed. For the global-route congestion overflow total, the log shows 0. For the final routed database, the setup TNS stands at 0 ns.

The final worst-path cycle share works out to 0.7977. The fraction of final layout cells sized beyond drive strength 1 is 0.06122, and the area of the multi-input gates is 440.4 um^2. Detailed placement reports a standard cell area of 937.1 um^2.
[through the flow]
| stage | instances | hold slack (ns) | setup slack (ns) |
|---|---|---|---|
| after floorplan | 81 | 0.4165 | 0.6700 |
| final | 144 | 0.4616 | 0.5056 |
| after global routing | 144 | 0.4909 | 0.2700 |
| after detailed placement | 140 | 0.4409 | 0.5223 |
| after CTS | 144 | 0.4625 | 0.4978 |
| after global placement | 140 | 0.4302 | 0.5672 |
[final timing paths]
| check | endpoint | startpoint |
|---|---|---|
| setup / recovery | pwm_aux | contador[2] |
| hold / removal | contador[0] | contador[0] |
| hold reg to reg | contador[0] | contador[0] |
| setup reg to reg | pwm_aux | contador[2] |
[metal layers]
| layer | track usage | up-vias |
|---|---|---|
| met2 | 0.06742 | 13 |
| met5 | 0 | - |
| met4 | 0.007042 | 0 |
| met1 | 0.05578 | 221 |
| li1 | - | 305 |
| met3 | 0.02045 | 4 |
[registers in the layout, summed over array words and instances, names as in the netlist]
| register | count |
|---|---|
| pwm_aux | 1 |
| contador | 12 |
[power by group through the flow]
stage | Clock [mW] | Combinational (mW) | Sequential, mW
finish | 0.130 | 0.0344 | 0.207
global route | 0.145 | 0.0387 | 0.207
CTS | 0.134 | 0.0348 | 0.207
[logic make-up after synthesis]
group / synth area share
flops: 0.3472
simple gates: 0.1703
compound gates: 0.08346
fa+ha+maj: 0.2170
xor+xnor: 0.1169
buf+inv: 0.06511
[synthesized netlist by cell type, drive strengths merged (2+ instances only)]
cell type / number / area, um^2
xnor2: 7 / 61.31
nor2: 3 / 11.26
inv: 13 / 48.80
ha: 13 / 162.7
dfxtp: 13 / 260.3
a21oi: 7 / 35.03
nand4: 4 / 25.02
nand2: 6 / 25.03
xor2: 3 / 26.28
o211ai: 2 / 15.01
nand3: 4 / 32.53
nor3: 2 / 21.27
[worst max-delay path: stages (launching register included)]
cell and delay [ns]:
dfxtp_1 0.44, nand3_4 0.12, nor3_4 0.25, nand3_1 0.13, xnor2_1 0.20, ha_1 0.29, a21oi_1 0.16, o21a_1 0.16
o211ai_1 0.08, o21ai_1 0.11
[cell usage in the layout (no fill, tap or decap)]
cell	instances
ha_1	13
nor3_4	1
nand2_1	5
nor2b_1	1
a21oi_1	7
nor3_1	1
clkdlybuf4s50_1	13
nand4_1	4
clkbuf_1	1
nor2_1	3
xor2_1	3
o21a_1	1
clkbuf_4	3
nand3_1	3
inv_1	13
dfxtp_1	13
xnor2_1	7
and3_1	1
nand2_2	1
o211ai_1	2
nand3_4	1
o21ai_1	1
[layout make-up]
| type | count | share of cell area |
|---|---|---|
| multi-input cells | 55 | 0.4571 |
| flip-flops and latches | 13 | 0.2701 |
| repair buffers | 13 | 0.1351 |
| well taps | 46 | 0.05974 |
| inverters | 13 | 0.05065 |
| clock buffers | 4 | 0.02727 |
No activity file was given, so power comes from the tool's default toggle rates.
